===== design/flow/config.mk =====
export PLATFORM = sky130hd
export DESIGN_NAME = register_file
export DESIGN_NICKNAME = register_file
export VERILOG_FILES = /design/flow/design.v
export SDC_FILE = /design/flow/constraint.sdc
export NUM_CORES = 4
export LEC_CHECK = 1
export CORE_UTILIZATION = 50

===== design/flow/constraint.sdc =====
current_design register_file

set clk_period 3.5
set clk_io_pct 0.2

create_clock -name clk0 -period $clk_period [get_ports {clk}]

set non_clock_inputs [all_inputs -no_clocks]
set_input_delay [expr $clk_period * $clk_io_pct] -clock clk0 $non_clock_inputs
set_output_delay [expr $clk_period * $clk_io_pct] -clock clk0 [all_outputs]

===== design/flow/design.v =====
`timescale 1ns / 1ps
module register_file(
    input [7:0] r_addr,
    input [7:0] w_addr,
    inout [7:0] bus,
    input clk
    );
	reg[7:0] registers[15:0];
	always@(posedge(clk))
	begin
		registers[w_addr] <= (w_addr[7:4] == 4'b0) ? bus : 8'bz;
	end
	assign bus = (r_addr[7:4] == 4'b0) ? registers[r_addr] : 8'bz;
endmodule

===== design/flow/run.sh =====
#!/bin/bash
# OpenROAD 26Q1-2900-gdf79404cd8, Yosys 0.63+post, stock flow scripts
make -C /OpenROAD-flow-scripts/flow DESIGN_CONFIG=/design/flow/config.mk WORK_HOME=/design/flow/orfs finish

==> flow_summary.json <==
{
  "outcome": "aborted with a tool error",
  "failed_stage": "4_1_cts",
  "error": "[error] [KeplerFormal.cpp:679] Workflow failed: Iso has multiple drivers: .bus0, _146_.Y0",
  "cts_resized": 0,
  "yosys.area.top_type": "edfxtp_1",
  "postCtsSetupBuffers": 0,
  "hold_buffers": 0,
  "numCtsBuffers": 17,
  "clockBufferDepth": 2,
  "die_h_um": 101.8,
  "htree_levels": 4,
  "synthFlopType": "edfxtp_1",
  "synth_area_um2": 4980,
  "yosysMostFrequentCell": "edfxtp_1",
  "ys_seq_share_pct": 77.19,
  "syn_avg_cell_area_um2": 22.64,
  "yosys_area_um2": 4980,
  "top_cells_by_count": "edfxtp_1 (128), mux4_2 (18), a22oi_1 (16)",
  "synthCells": 220,
  "io_pins": 25,
  "finalWeightedCongestion": 0.8628,
  "synth_cell_types": 16,
  "cts_root_buffer": "clkbuf_8",
  "placed_cells": 374,
  "num_rows": 36,
  "cts.sinks": 128,
  "ys_ff": 128,
  "portBuffers": 8,
  "ys_warn_count": 3,
  "edf_count": 128,
  "top_cells_by_area": "edfxtp_1 (77%), mux4_2 (8.1%), mux4_1 (7.4%), a22oi_1 (2.4%), nand2_1 (0.75%)",
  "die_w_um": 101.8,
  "async_flop_share_pct": 0,
  "fp_util_pct": 51.18,
  "dpl_worst_slack_ns": 0.4692,
  "yosys_cells": 220,
  "top_cell_area_share_pct": 77.19,
  "dp_hpwl_um": 5938
}
-- cells by family after synthesis --
family / synth area share [%]
AND-OR/OR-AND: 2.412
buffers and inverters: 1.734
flip-flops: 77.19
multiplexers: 15.53
AND/OR/NAND/NOR: 3.141
-- through the flow --
stage,power (mW),cell area [um^2]
global placement,1.994,5333
floorplan,1.854,4980
detailed placement,1.890,5333
Power is estimated from default activity; no workload was simulated.
