==> flow/config.mk <==
export PLATFORM = sky130hd
export DESIGN_NAME = alu
export DESIGN_NICKNAME = alu
export VERILOG_FILES = /design/flow/design.v
export SDC_FILE = /design/flow/constraint.sdc
export NUM_CORES = 4
export LEC_CHECK = 1
export CORE_UTILIZATION = 50
==> flow/constraint.sdc <==
current_design alu

set clk_period 8.0
set clk_io_pct 0.2

create_clock -name clk0 -period $clk_period [get_ports {clk}]

set non_clock_inputs [all_inputs -no_clocks]
set_input_delay [expr $clk_period * $clk_io_pct] -clock clk0 $non_clock_inputs
set_output_delay [expr $clk_period * $clk_io_pct] -clock clk0 [all_outputs]
==> flow/design.v <==
`timescale 1ns / 1ps
module alu(
    input [7:0] r_addr,
    input [7:0] w_addr,
    inout [7:0] bus,
    input clk
    );
	reg[7:0] Imm;
	reg[7:0] A;
	reg[7:0] B;
	always@(posedge(clk))
	begin
		case(w_addr)
			8'h10 : Imm <= r_addr;
			8'h11 : A   <= bus;
			8'h12 : B   <= bus;
		endcase
	end
	reg[7:0] result;
	wire[8:0] add_result;
	assign add_result = A+B;
	always@(*)
	begin
		case(r_addr)
			8'h10 : result = Imm;
			8'h11 : result = A & B;
			8'h12 : result = A | B;
			8'h13 : result = A ^ B;
			8'h14 : result = add_result[7:0];
			8'h15 : result = {4'b0,add_result[8],A==B,A<B,A>B};
			8'h16 : result = A<<B[2:0];
			8'h17 : result = A>>B[2:0];
			default : result = 8'bz;
		endcase
	end
	assign bus = result;
endmodule
==> flow/run.sh <==
#!/bin/bash
# OpenROAD 26Q1-2900-gdf79404cd8, Yosys 0.63+post, stock flow scripts
make -C /OpenROAD-flow-scripts/flow DESIGN_CONFIG=/design/flow/config.mk WORK_HOME=/design/flow/orfs finish
==> impl_metrics.tcl <==
# metrics dict for downstream scripts
set metrics [dict create \
    drt_wl_total_um 6323 \
    common_cells "ha_1 (25), edfxtp_1 (24), inv_1 (22), nor2_1 (18), mux2i_1 (17)" \
    viasPerCell 6.149 \
    skew_ns 0.002887 \
    num_io_pins 25 \
    warnings 42 \
    yosys_area_mm2 0.002444 \
    syn_area_mm2 0.002444 \
    core_area_mm2 0.004723 \
    num_antenna_cells 0 \
    dp.final_hpwl_um 4852 \
    slew_headroom 0.4501 \
    antenna_found_initial 0 \
    syn_to_final_growth_pct 9.575 \
    die_x_um 71.91 \
    period_needed_ns 5.664 \
    p_leak_nw 1.105 \
    drive_gt1_frac 0.07807 \
    crit_path_cell_trace "clkdlybuf4s50_1 -> nor2b_1 -> a221oi_1 -> a21o_1 -> a311oi_1 -> a31oi_1" \
    irDropWorstVdd_mv 0.05724 \
    edf_count 24 \
    finalSetupViolCount 0 \
    crit_required_ns 6.40 \
    crit_buf_inv 1 \
    crit_arrival_ns 4.06 \
    min_period_over_period 0.7079 \
    gp_congestion 0.9750 \
    drtAntennaViolNets 0 \
    post-synth-top-count-cell "ha_1" \
    drv_slew 0 \
    drc_errors 0 \
    die_area_mm2 0.005171 \
    clk_pin_slew_ns 0.09 \
    power_per_cell_area_mw_per_mm2 90.73 \
    critical_path.max_fanout 20 \
    io_buffers 16 \
    yosys.area.top_type "edfxtp_1" \
    rows 25 \
    post_cts_buffers 0 \
    top_cells_by_area "edfxtp_1 (29%), ha_1 (13%), mux2i_1 (7.0%)" \
    grt_max_degree 30 \
    top_cell_area_share 0.2949 \
    cp-end-kind "output port" \
    async_flop_share 0 \
    grt_use_total 0.2732 \
    die_h_um 71.91 \
    ctsHoldBuffers 0 \
    ff_type "edfxtp_1" \
    status "completed" \
    clock_path_buffers 2 \
    ys_warn_count 2 \
    numCtsBuffers 3 \
    fp_util 0.5174 \
    drtPass1Iterations 4 \
    syn_area_per_cell_um2 9.327 \
    max_stage_delay_ns 1.01 \
    dpl_cell_area_mm2 0.002633 \
    clock-sinks 24 \
    rsz0062_at_grt "false" \
    clk_latency_ns 0.27 \
    grt_pass1_vias 1917 \
    num-fill-cells 431 \
    stdcell_area_mm2 0.002678 \
    start_kind "input pin" \
    drv_cap 0 \
    wl_per_cell_um 18.82 \
    grt_first_pass_wirelength_um 10250 \
    hp-class "flip-flop to flip-flop" \
    ys_cells 262 \
    finalHoldViolations 0 \
    worstSetupPathType "input pin to output port" \
    worst_pin_slew_ns 0.8223 \
    synthCells 262 \
    ys.flops 24 \
    hold_slack_ns 0.6141 \
    ctsResizeCount 0 \
    yosys.stat.seqShare 0.2949 \
    setup_tns_ns 0 \
    cts-root-buf "clkbuf_8" \
    crit_path_top_delay_cell "clkdlybuf4s50_1" \
    grt-ovfl-total 0 \
    vias 2066 \
    ys_types 58 \
    drtIter0Drc 156 \
    clock.fmax_mhz 176.6 \
    cts_tree "built" \
    htree_num_levels 1 \
    crit_family "buffers and inverters" \
]
## registers in the layout (all words and copies together) (netlist names)
name and cells:
A 8, B 8, Imm 8
## worst register-to-register path, cell delays in order, from the launching register on
cell       delay (ns)
edfxtp_1         0.86
ha_1             0.39
inv_1            0.08
fa_1             0.42
nor2b_1          0.24
o2111ai_1        0.16
nand3b_1         0.15
mux2_2           0.34
o22a_1           0.18
## per-stage QoR
step	setup WS, ns	util	instances	power (mW)
6_report	2.336	0.5669	336	0.2429
5_1_grt	2.133	0.5669	336	0.2525
4_1_cts	2.355	0.5669	336	0.2442
3_5_place_dp	2.372	0.5574	332	0.1711
3_3_place_gp	2.371	0.5574	332	0.1710
2_1_floorplan	3.620	-	262	0.1582
## layout by cell type, fill, tap and decap left out, drive strengths merged, types with 3 or more instances in the layout
| cell type | instances |
|---|---|
| a21o | 4 |
| ha | 25 |
| nor3b | 5 |
| clkbuf | 3 |
| mux2i | 17 |
| mux2 | 6 |
| clkdlybuf4s50 | 16 |
| nand2 | 15 |
| a221oi | 5 |
| mux4 | 3 |
| nor3 | 5 |
| a31oi | 5 |
| nand3 | 5 |
| buf | 4 |
| nor2 | 18 |
| o22ai | 3 |
| a21oi | 7 |
| o21ai | 11 |
| edfxtp | 24 |
| inv | 22 |
| or3 | 4 |
| nand4 | 7 |
| and3 | 5 |
| nor2b | 8 |
| o211ai | 6 |
## where the power goes
part / internal, mW / leakage [nW] / switching (mW) / total [mW]
logic: 0.0148 / 0.898 / 0.0157 / 0.0305
clock network: 0.0344 / 0.0231 / 0.0399 / 0.0743
registers: 0.138 / 0.184 / 0.000618 / 0.138
## worst paths after layout
kind                            endpoint  cells past startpoint  slack, ns       from
worst max-delay path              bus[5]                      6       2.34  r_addr[1]
worst min-delay path                B[6]                      1       0.61     Imm[6]
worst max register to register      A[6]                      8       4.94       B[0]
worst min register to register      B[6]                      1       0.61     Imm[6]
## cell families (layout without fill, tap and decap cells)
family | count (synthesis) | in the layout | share of synthesized area
multiplexers | 26 | 26 | 0.1265
AND-OR/OR-AND | 65 | 65 | 0.1915
buffers and inverters | 39 | 46 | 0.06862
adder cells (fa/ha/maj) | 26 | 26 | 0.1362
flip-flops | 24 | 24 | 0.2949
AND/OR/NAND/NOR | 82 | 82 | 0.1823
## metal layers
metal  up-vias  GRT usage  part of all wire
met5         -          0                 0
met4         0    0.03486             0.017
met3        10    0.03662             0.078
met2        86     0.3931              0.43
met1       968     0.4779              0.47
li1       1002          -                 -
## area by class of cell
class                   count  area (um^2)  area share
clock inverters             1        3.754    0.001402
repair buffers             20        190.2     0.07103
well taps                  67        83.83     0.03131
flip-flops and latches     24        720.7      0.2692
clock buffers               3        41.29     0.01542
multi-input cells         199         1555      0.5808
inverters                  22        82.58     0.03084
No activity file was given, so power comes from the tool's default toggle rates.
